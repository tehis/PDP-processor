File: flow/config.mk
export PLATFORM = sky130hd
export DESIGN_NAME = CU
export DESIGN_NICKNAME = CU
export VERILOG_FILES = /design/flow/design.v
export SDC_FILE = /design/flow/constraint.sdc
export NUM_CORES = 4
export LEC_CHECK = 1
export CORE_AREA = 10 10 70 70
export DIE_AREA = 0 0 80 80
File: flow/constraint.sdc
current_design CU

set clk_period 1.4
set clk_io_pct 0.2

create_clock -name clk0 -period $clk_period [get_ports {clk}]

set non_clock_inputs [all_inputs -no_clocks]
set_input_delay [expr $clk_period * $clk_io_pct] -clock clk0 $non_clock_inputs
set_output_delay [expr $clk_period * $clk_io_pct] -clock clk0 [all_outputs]
File: flow/design.v
`timescale 1ns/1ns
module CU (input clk,cnt, input [2:0] op,output reg mem_read,ldir,EAsrc,ldEA,memread,ALUsrcA,fnc,ldpc,writesrc
		,mem_write,ldacc,ldcy,g23,clraccond,idpccond,output reg [2:0] mem_src,ALUsrcB,pcsrc=2'b00);
	reg [3:0] ps,ns=0;
	always@(ps, op) begin
		ns = 0;
		case(ps)
			0 : ns = 1;
			1 : if( (op[0] & (~cnt))==1 && op!=3'b111) ns = 2;
				else if( ((~op[0]) & ~cnt)==1 && op!=3'b111) begin
					if(op==3'b000)
						ns = 6;
					if(op==3'b001)
						ns=5;
					if(op==3'b010)
						ns=10;
					if(op==3'b011)
						ns=8;
					if(op==3'b100)
						ns=4;
					if(op==3'b101)
						ns=3;
				end
				else
					ns = 7;
			2 : if( (op[0] & (~cnt))==1 && op!=3'b111) ns = 2;
				else if( ((~op[0]) & ~cnt)==1 && op!=3'b111) begin
					if(op==3'b000)
						ns = 6;
					if(op==3'b001)
						ns=5;
					if(op==3'b010)
						ns=10;
					if(op==3'b011)
						ns=8;
					if(op==3'b100)
						ns=4;
					if(op==3'b101)
						ns=3;
				end
			3 : ns = 0;
			4 : ns = 0;
			5 : ns = 0;
			6 : ns = 0;
			7 : ns = 0;
			8 : ns = 0;
			9 : ns = 0;
			10 : ns = 0;
			11 : ns = 0;
			12 : ns = 0;
		endcase
	end
	always@(op,ps,clk)begin
		mem_src = 2'b00;
		ALUsrcB=2'b00;
		pcsrc=2'b00;
		mem_read=0;
		ldir = 0;
		EAsrc=0;
		ldEA=0;
		memread=0;
		ALUsrcA = 0;
		fnc=0;
		ldpc=0;
		writesrc=0;
		mem_write=0;
		ldacc=0;
		ldcy=0;
		g23=0;
		clraccond=0;
		idpccond=0;
		case (ps)
			0 : begin mem_src = 2'b00; mem_read=1; ldir = 1; end 		 
			1 : begin mem_src=2'b10; EAsrc=1; ldEA=1; memread=1; ALUsrcA=1; ALUsrcB=2'b10; pcsrc=2'b01;
				ldpc=1; fnc=1; end 								 
			2 : begin mem_src=2'b11; EAsrc=1; ldEA=1;memread=1; end   
			3 : begin pcsrc=2'b00; ldpc=1; mem_src=2'b01; writesrc=0; mem_write=1; end    
			4 : begin pcsrc=2'b00; ldpc=1; end   
			5 : begin ALUsrcA=0; ALUsrcB=2'b00; ldacc=1; ldcy=1; fnc=1; end    
			6 : begin ALUsrcA=0; ALUsrcB=2'b00; ldacc=1; fnc=0; end 			 
			7 : begin ALUsrcA=1; ALUsrcB=2'b10; pcsrc=2'b01; fnc=1; g23=1; end   
			8 : begin ALUsrcA=0; ALUsrcB=2'b01; clraccond=1; fnc=1; end   
			9 : begin mem_src=2'b01; writesrc=1; mem_write=1; end   
			10 : begin mem_src=2'b01; mem_read=1; ALUsrcA=1; ALUsrcB=2'b10; fnc=1; end
			11 : begin ALUsrcA=1; ALUsrcB=2'b00; pcsrc=2'b10; idpccond=1; fnc=1;  end
			12 : begin mem_src = 2'b01; writesrc=1; mem_write=1;  end
		endcase
	end
	always@(posedge  clk)
		ps <= ns;
endmodule
File: flow/run.sh
#!/bin/bash
# OpenROAD 26Q1-2900-gdf79404cd8, Yosys 0.63+post, stock flow scripts
make -C /OpenROAD-flow-scripts/flow DESIGN_CONFIG=/design/flow/config.mk WORK_HOME=/design/flow/orfs finish
==> Changelog: implementation <==
## Implementation

- Gr ovfl total: 0
- Crit. Startpoint: pcsrc[0]
- Syn avg cell area: ~11 um2
- Ys Warns: 1
- Worst hold path class: flop to flop
- Register share after synthesis: around 45%
- Crit Path Max Fanout: 3
- Post-layout minimum cycle time: 1.34 ns
- Period utilisation layout: between 90% and 100%
- Worst path slowest cell: clkdlybuf4s50_1
- Setup crit start kind: flop
- Die Ht: about 80 um
- Die Wd: approximately 80 um
- WS Path Type: flop to output pin
- R2r startpoint: ps[0]
- CTS buffer count: 3
- Synth-to-Final Area Change: 57.5%
- Hold buffer count at CTS: 0
- Largest net degree at the start of global routing: 8
- CP Depth: 1
- HPWL after detailed placement: between 900 and 1000 um
- Clk latency late pin: 0.26 ns
- PwrDens: around 850 nW/um2
- Synthesized cell area: 577 um2
- Final setup margin: roughly 0.057 ns
- Max Freq: about 0.74 GHz
- Setup TNS: 0 ns
- Clock Skews: ~0.005 ns
- PortBufs: 20
- R2R setup slack: around 0.070 ns
- Largest delay share family, worst path: buffers and inverters
- Initial drt markers: 13
- # fillers: about 370
- DR WL/cell: ~9.0 um
- Rows: 21
- Max Transition Viols Final: 0
- Post-place setup slack: -0.512 ns
- Top Layout Cells: clkdlybuf4s50_1 (12), conb_1 (10), dfxtp_1 (8), buf_4 (8), dfxtp_2 (5)
- Top cells by area, synth: dfxtp_1 (45%), buf_4 (18%), ha_1 (6.5%)
- Drt total wl: ~1100 um
- CTS tree: done
- Yosys chip area: 577 um2
- Mapped Cells: approximately 50
- Worst r2r dst: ldpc
- Residual DRC: 0
- Root Driver: clkbuf_4
- Synth flops: 13
- FP Core Util: 16.9%
- Max-Cap Viols: 0
- Critical Path End Type: output pin
- Final hold vios: 0
- Reg2Reg Depth: 5
- Cell type with the largest total area: dfxtp_1
- Total GRT Usage: under 10%
- DIE AREA: between 6000 and 7000 um2
- Clock Sinks: 13
- Most numerous logic cell after layout: clkdlybuf4s50_1
- Via/cell ratio: roughly 3.1
- RSZ-0062 raised after global routing: yes
- CP bufs+invs: 1
- Detailed-route via count: approximately 380
- Antenna-violating nets left: 0
- Vias in the first global route: about 380
- VDD IR max: approximately 0.21 mV
- Clock-pin slew on the worst setup and hold paths: approximately 0.070 ns
- Setup crit end: pcsrc[0]
- Top-area cell share: a little under half
- Unique cell types: 21
- Critical path cell sequence: clkdlybuf4s50_1
- Maximum root-to-sink buffer count: 2
- # IOs: 29
- # setup viols final: 0
- GP Congestion: between 0.6 and 0.7
- Count of tool warnings: 29
- Data arrival, critical path: between 1 and 1.5 ns
- H-tree levels: 1
- Global-route wire length before repair: ~1800 um
- ANT cells: 0
- Leak: roughly 0.43 nW
- WP data required: approximately 1.1 ns
- Pre-antenna DRT Iters: 2
- Layout cells sized above 1: 42.3%
- Initial antenna violation count: 0
- CORE AREA: approximately 3400 um2
- Status: finished clean
- # Cells Yosys: just over 50
- Worst path max stage delay: between 0.4 and 0.5 ns
==> synth_stat cells, drive strengths merged <==
library cell  count
a21oi             1
nand4b            1
nand2             2
a21bo             1
xnor2             1
dfxtp            13
ha                3
nand2b            1
a211oi            2
and2              2
conb              1
buf              14
nor3              1
mux2              1
or2               1
a21o              1
and2b             3
a311o             1
inv               1
==> routing by layer <==
layer / track usage, % / share of wire, % / vias up
li1: - / - / 196
met1: 3.69 / 35 / 170
met2: 5.46 / 49 / 14
met3: 2.61 / 16 / 0
met4: 0.352 / 0 / 0
met5: 0 / 0 / -
==> state kept, by name, summed over array words and instances (netlist names) <==
signal,count
mem_read,1
pcsrc,1
ldpc,1
ldacc,1
ps,3
g23,1
fnc,1
ldcy,1
mem_src,2
mem_write,1
==> cells by family (layout without fill, tap and decap cells) <==
group | after synthesis | in the layout | synth area share, %
buffers and inverters | 15 | 33 | 18.9
and+or+nand+nor | 11 | 11 | 14.1
DFF | 13 | 13 | 45.1
muxes | 1 | 1 | 2.60
other | 1 | 10 | 0.650
AOI/OAI and AO/OA | 6 | 6 | 10.6
xor gates and xnor gates | 1 | 1 | 1.52
adders and majority gates | 3 | 3 | 6.51
==> power by group <==
part / switching, mW / internal, mW / total, mW
registers: 0.0169 / 0.403 / 0.420
clock network: 0.103 / 0.110 / 0.213
logic: 0.0345 / 0.102 / 0.136
==> what timing repair did <==
item                                    CTS  global route
endpoints found under the setup margin   10            12
pin swaps                                 7             5
resized                                  15             9
endpoints found under the hold margin     0             0
setup buffers                             1             0
cloned                                    0             0
==> how the worst min path moves through the flow <==
| stage | slack [ns] | start | cells after the start | endpoint |
|---|---|---|---|---|
| global route | 0.55 | ps[2] | 1 | ps[1] |
| finish | 0.51 | ps[2] | 1 | ps[1] |
| CTS | 0.52 | ps[2] | 1 | ps[1] |
==> final cells by class <==
type | instances | area, um2 | share of cell area (%)
Sequential cell | 13 | 267 | 29.3
Tap cell | 46 | 57.6 | 6.34
Inverter | 1 | 3.75 | 0.413
Timing Repair Buffer | 28 | 268 | 29.5
Multi-Input combinational cell | 32 | 287 | 31.5
Clock buffer | 4 | 26.3 | 2.89
==> stage by stage <==
| step | instance area, um2 | instances | utilization, % | hold slack [ns] | total power, mW |
|---|---|---|---|---|---|
| 3_3_place_gp | 820 | 119 | 24.0 | 0.492 | 0.563 |
| 4_1_cts | 892 | 124 | 26.1 | 0.521 | 0.787 |
| 6_report | 908 | 124 | 26.6 | 0.510 | 0.768 |
| 3_5_place_dp | 820 | 119 | 24.0 | 0.509 | 0.564 |
| 5_1_grt | 908 | 124 | 26.6 | 0.546 | 0.815 |
| 2_1_floorplan | 614 | 60 | - | 0.477 | 0.481 |
No activity file was given, so power comes from the tool's default toggle rates.
