$ cat flow/config.mk
export PLATFORM = sky130hd
export DESIGN_NAME = MUX_4_1
export DESIGN_NICKNAME = MUX_4_1
export VERILOG_FILES = /design/flow/design.v
export SDC_FILE = /design/flow/constraint.sdc
export NUM_CORES = 4
export LEC_CHECK = 1
export CORE_AREA = 10 10 70 70
export DIE_AREA = 0 0 80 80
$ cat flow/constraint.sdc
current_design MUX_4_1

set clk_period 1.6
set clk_io_pct 0.2

create_clock -name clk0 -period $clk_period

set non_clock_inputs [all_inputs -no_clocks]
set_input_delay [expr $clk_period * $clk_io_pct] -clock clk0 $non_clock_inputs
set_output_delay [expr $clk_period * $clk_io_pct] -clock clk0 [all_outputs]
$ cat flow/run.sh
#!/bin/bash
# OpenROAD 26Q1-2900-gdf79404cd8, Yosys 0.63+post, stock flow scripts
make -C /OpenROAD-flow-scripts/flow DESIGN_CONFIG=/design/flow/config.mk WORK_HOME=/design/flow/orfs finish
$ cat flow/design.v
`timescale 1ns/1ns
module MUX_4_1(input[11:0] in1, in2, in3, in4, input[1:0] select, output[11:0] out);
    assign out = (select == 0)? in1 : (select == 1) ? in2 : (select == 2) ? in3 : (select == 3) ? in4 : 12'bz; 
endmodule
module MUX_2_1(input[11:0] in1, in2, input select, output[11:0] out);
    assign out = (select == 0)? in1 : (select == 1)? in2 : 12'bz;
endmodule
module MUX_3_1(input[11:0] in1, in2, in3, input[1:0] select, output[11:0] out);
    assign out = (select == 0)? in1 : (select == 1)? in2 : (select == 2)? in3 : 12'bz;
endmodule
==> flow_summary_export.csv <==
group,metric,value,unit
placed_design,dpl_worst_slack,-0.7026,ns
logic_synthesis,synth-cells-yosys,14,
final_timing,final_min_period_over_clock_period,97.61,%
power_and_ir_drop,fin_total_pwr,0.0002033,W
routing,first_pass_iters,2,
routing,ant_nets,0,
final_timing,maxSlewViolCount,0,
placed_design,place_inst,124,
routing,drt_iter0_drc,6,
run_status,status,"finished clean",
logic_synthesis,synth_warnings,3,
final_timing,setup_viol,0,
worst_setup_path,cp-endpoint,"out[2]",
final_layout,drive_gt1_share,41.67,%
routing,drc,0,
final_timing,rsz0062_at_grt,"no",
logic_synthesis,postSynthAreaPerCell,21.00,um2
placed_design,port_buffers,62,
worst_setup_path,cp_max_fo,4,
worst_setup_path,worstSetupStartpointType,"input pin",
final_timing,tns,0,ns
power_and_ir_drop,cellLeakagePower,0.4589,nW
final_layout,syn_to_final_growth,224.3,%
final_layout,clkbuf_count,0,
worst_setup_path,endpoint_kind,"primary output",
global_route,grt-ovfl-total,0,
die,pin_count,62,
final_timing,fin_ws,0.03818,ns
global_route,grt_pass1_vias,535,
final_timing,worst_pin_slew,0.1076,ns
die,row_count,21,
global_route,track_usage,6.004,%
routing,vias,452,
logic_synthesis,ys_seq_share,0,%
die,dieHeight,80,um
worst_setup_path,critPathKind,"input pin to primary output",
worst_setup_path,crit_arrival,1.24,ns
worst_setup_path,cp.required,1.28,ns
final_layout,seq_cells,0,
power_and_ir_drop,power.density,213.2,nW/um2
worst_hold_path,hold_path.class,"input pin to primary output",
logic_synthesis,synth.cell_area,294.0,um2
die,fp_util,8.608,%
logic_synthesis,yosysChipArea,294.0,um2
global_route,antenna_found_initial,1,
routing,wl_per_cell,14.89,um
power_and_ir_drop,vdd_drop_max,81.55,uV
worst_setup_path,startpoint,"select[0]",
logic_synthesis,yosysUniqueCellTypes,4,
global_route,grt_pass1_wl,3.042,mm
die,die_w,80,um
routing,via_per_inst,3.450,
final_timing,finalHoldViolCount,0,
flow_run,warning_count,32,
final_timing,maxSlewHeadroom,92.83,%
flow_run,drv_cap,0,
cts,ctsHoldBuffers,0,
final_layout,seq_area,0,um2
die,core_area,3416,um2
global_route,grt_max_degree,7,
routing,drt-total-wl,1.950,mm
logic_synthesis,synthCells,14,
final_layout,utilization,27.91,%
final_timing,fmax,640.3,MHz
final_layout,layoutNonFillerInstCount,131,
placed_design,gp_congestion,0.7024,
final_timing,period_minus_slack,1.562,ns
die,die_area,6400,um2
[worst max-delay path, stage by stage]
cell and delay (ns):
buf_4 0.10, buf_6 0.11, buf_12 0.11, mux4_2 0.48, buf_2 0.13
[layout make-up]
| cell class | count | area [um2] |
|---|---|---|
| well taps | 46 | 57.56 |
| multi-input cells | 12 | 270.3 |
| repair buffers | 72 | 623.1 |
| fillers | 381 | 2462 |
| diodes | 1 | 2.502 |
[routing by layer]
metal	track usage [%]	vias up	part of all wire (%)
met2	11.40	20	58
li1	-	220	-
met4	0	0	0
met3	2.273	0	8.9
met5	0	-	0
met1	6.483	212	33
[cell usage in the layout (no fill, tap or decap)]
| master | count |
|---|---|
| dlygate4sd2_1 | 48 |
| buf_6 | 4 |
| dlymetal6s2s_1 | 1 |
| buf_8 | 1 |
| buf_2 | 12 |
| buf_12 | 2 |
| mux4_2 | 12 |
| diode_2 | 1 |
| buf_4 | 4 |
[power breakdown]
group	switching (W)	internal, W
logic	0.0000482	0.000155
registers	0	0
clock network	0	0.0000000000835
[logic make-up (layout without fill, tap and decap cells)]
logic type / after synthesis / after routing / synth area share [%]
buffers and inverters: 2 / 72 / 5.530
multiplexers: 12 / 12 / 94.47
other: 0 / 1 / 0
[stage by stage]
step	hold slack, ns	cell area [um2]
final	1.032	953.4
after global routing	1.047	953.4
after CTS	1.128	914.6
after detailed placement	1.773	985.9
after global placement	1.772	985.9
after floorplan	0.7264	294.0
[worst min path at each step]
stage,start,endpoint,slack [ns],depth (start not counted)
after CTS,in4[1],out[1],1.13,3
after global routing,in2[3],out[3],1.05,3
final,in2[3],out[3],1.03,3
[synth_stat cells]
| library cell | number | area, um2 |
|---|---|---|
| mux4_2 | 10 | 225.2 |
| mux4_1 | 2 | 52.55 |
| buf_2 | 1 | 5.000 |
| buf_6 | 1 | 11.26 |
[what timing repair did]
action	in CTS	in global routing
setup buffers	4	2
endpoints found under the hold margin	0	0
pin swaps	0	0
resized	95	3
endpoints found under the setup margin	12	4
